[design/flow/config.mk]
export PLATFORM = sky130hd
export DESIGN_NAME = stop_watch
export DESIGN_NICKNAME = stop_watch
export VERILOG_FILES = /design/flow/design.v
export SDC_FILE = /design/flow/constraint.sdc
export NUM_CORES = 4
export LEC_CHECK = 1
export CORE_UTILIZATION = 40
[design/flow/constraint.sdc]
current_design stop_watch

set clk_period 3.5
set clk_io_pct 0.2

create_clock -name clk0 -period $clk_period [get_ports {clk_100mhz}]

set non_clock_inputs [all_inputs -no_clocks]
set_input_delay [expr $clk_period * $clk_io_pct] -clock clk0 $non_clock_inputs
set_output_delay [expr $clk_period * $clk_io_pct] -clock clk0 [all_outputs]
[design/flow/design.v]
module stop_watch(clk_100mhz,rst,pause_button,adj,sel,CA,CB,CC,CD,CE,CF,CG,AN0,AN1,AN2,AN3);
	input clk_100mhz, rst, sel, pause_button;
	input [1:0] adj;
	output CA,CB,CC,CD,CE,CF,CG,AN0,AN1,AN2,AN3;
	wire clk_1hz, clk_2hz, tc1, tc2, tc3;
	wire [3:0] val1, val2, val3, val4;
	reg pause_state;
	reg clk1, clk2, mode;  
	wire pause;
	debouncer d(.clk_100mhz(clk_100mhz), .in(pause_button), .out(pause) ,.rst(rst));
	always @ (posedge pause)
	begin
		pause_state <= ~pause_state;
	end
	always @ (*)
	begin
		if (adj == 2'b01)
		begin
			if (sel == 1'b0)
			begin
				clk1 <= 1'b0;
				clk2 <= clk_2hz;
				mode <= 1'b0;
			end
			else if (sel == 1'b1)
			begin
				clk1 <= clk_2hz;
				clk2 <= 1'b0;
				mode <= 1'b0;
			end
		end
		else if (adj == 2'b10)
		begin
			if (sel == 1'b0)
			begin
				clk1 <= 1'b0;
				clk2 <= clk_2hz;
				mode <= 1'b1;
			end
			else if (sel == 1'b1)
			begin
				clk1 <= clk_2hz;
				clk2 <= 1'b0;
				mode <= 1'b1;
			end
		end
		else  
		begin
			clk1 <= clk_1hz;
			clk2 <= tc2;
			mode <= 1'b0;
		end
	end
	clock_1hz c1(.clk_100mhz(clk_100mhz),.clk_1hz(clk_1hz),.rst(rst));
	clock_2hz c2(.clk_100mhz(clk_100mhz),.clk_2hz(clk_2hz),.rst(rst));
	counter10 ctr10s(.clk(clk1),.rst(rst),.pause(pause_state),.val(val1),.tc(tc1),.mode(mode));
	counter6  ctr6s(.clk(tc1),.rst(rst),.pause(pause_state),.val(val2),.tc(tc2),.mode(mode));
	counter10 ctr10m(.clk(clk2),.rst(rst),.pause(pause_state),.val(val3),.tc(tc3),.mode(mode));
	counter6  ctr6m(.clk(tc3),.rst(rst),.pause(pause_state),.val(val4),.mode(mode));
	wire blink;
	assign blink = adj[1]^adj[0];
	display disp(.clk_100mhz(clk_100mhz),.rst(rst),.blink(blink),.part(sel),.val1(val1),.val2(val2),.val3(val3),.val4(val4),.CA(CA),.CB(CB),.CC(CC),.CD(CD),.CE(CE),.CF(CF),.CG(CG),.AN0(AN0),.AN1(AN1),.AN2(AN2),.AN3(AN3));
endmodule
module debouncer(clk_100mhz, in, out, rst);
	input clk_100mhz, in, rst;
	output reg out;
	reg [16:0] counter;
	reg clk_763hz;
	always @ (posedge clk_100mhz)
	begin
		if (counter == 17'b11111111111111111)
		begin
			clk_763hz <= 1'b1;
			counter <= 17'b00000000000000000;
		end
		else
		begin
			counter <= counter + 1'b1;
			clk_763hz <= 1'b0;
		end
	end
	reg [2:0] step_d;
	always @ (posedge clk_100mhz)
	begin
     if (rst)
       begin
          step_d[2:0]  <= 0;
       end
     else if (clk_763hz)
       begin
          step_d[2:0]  <= {in, step_d[2:1]};
       end
	end
	always @ (posedge clk_100mhz)
     if (rst)
       out <= 1'b0;
     else
       out <= ~step_d[0] & step_d[1] & clk_763hz;
endmodule
module display(clk_100mhz,rst,blink,part,val1,val2,val3,val4,CA,CB,CC,CD,CE,CF,CG,AN0,AN1,AN2,AN3);
	input clk_100mhz, rst, blink, part;
	input [3:0] val1, val2, val3, val4;
	output CA,CB,CC,CD,CE,CF,CG;
	output reg AN0,AN1,AN2,AN3;
	reg [3:0] val;
	decoder my_decoder(.bval(val),.CA(CA),.CB(CB),.CC(CC),.CD(CD),.CE(CE),.CF(CF),.CG(CG));
	wire clk_250hz;
	clock_250hz my_clock(.clk_100mhz(clk_100mhz),.clk_250hz(clk_250hz),.rst(rst));
	wire clk_4hz;
	clock_4hz my_clock1(.clk_100mhz(clk_100mhz),.clk_4hz(clk_4hz),.rst(rst));
	reg [1:0] counter;
	always @ (posedge clk_250hz or posedge rst)
	begin
		if(rst)
			counter <= 2'b00;
		else if (blink == 1'b0 || clk_4hz == 1'b0)
		begin
			if (counter == 2'b00)
			begin
				val <= val1;
				AN0 <= 1'b0;
				AN1 <= 1'b1;
				AN2 <= 1'b1;
				AN3 <= 1'b1;
				counter <= counter + 1'b1;
			end
			else if (counter == 2'b01)
			begin
				val <= val2;
				AN0 <= 1'b1;
				AN1 <= 1'b0;
				AN2 <= 1'b1;
				AN3 <= 1'b1;
				counter <= counter + 1'b1;
			end
			else if (counter == 2'b10)
			begin
				val <= val3;
				AN0 <= 1'b1;
				AN1 <= 1'b1;
				AN2 <= 1'b0;
				AN3 <= 1'b1;
				counter <= counter + 1'b1;
			end
			else
			begin
				counter <= 2'b00;
				val <= val4;
				AN0 <= 1'b1;
				AN1 <= 1'b1;
				AN2 <= 1'b1;
				AN3 <= 1'b0;
			end
		end
		else  
			if (part == 1'b0)  
			begin
				if (counter == 2'b00)
				begin
					val <= val1;
					AN0 <= 1'b0;
					AN1 <= 1'b1;
					AN2 <= 1'b1;
					AN3 <= 1'b1;
					counter <= counter + 1'b1;
				end
				else if (counter == 2'b01)
				begin
					val <= val2;
					AN0 <= 1'b1;
					AN1 <= 1'b0;
					AN2 <= 1'b1;
					AN3 <= 1'b1;
					counter <= counter + 1'b1;
				end
				else if (counter == 2'b10)
				begin
					val <= 4'b1111;
					AN0 <= 1'b1;
					AN1 <= 1'b1;
					AN2 <= 1'b0;
					AN3 <= 1'b1;
					counter <= counter + 1'b1;
				end
				else
				begin
					counter <= 2'b00;
					val <= 4'b1111;
					AN0 <= 1'b1;
					AN1 <= 1'b1;
					AN2 <= 1'b1;
					AN3 <= 1'b0;
				end
			end
			else  
			begin
				if (counter == 2'b00)
				begin
					val <= 4'b1111;
					AN0 <= 1'b0;
					AN1 <= 1'b1;
					AN2 <= 1'b1;
					AN3 <= 1'b1;
					counter <= counter + 1'b1;
				end
				else if (counter == 2'b01)
				begin
					val <= 4'b1111;
					AN0 <= 1'b1;
					AN1 <= 1'b0;
					AN2 <= 1'b1;
					AN3 <= 1'b1;
					counter <= counter + 1'b1;
				end
				else if (counter == 2'b10)
				begin
					val <= val3;
					AN0 <= 1'b1;
					AN1 <= 1'b1;
					AN2 <= 1'b0;
					AN3 <= 1'b1;
					counter <= counter + 1'b1;
				end
				else
				begin
					counter <= 2'b00;
					val <= val4;
					AN0 <= 1'b1;
					AN1 <= 1'b1;
					AN2 <= 1'b1;
					AN3 <= 1'b0;
				end
			end
		end
endmodule
module decoder(bval,CA,CB,CC,CD,CE,CF,CG);
	input [3:0] bval;
	output reg CA,CB,CC,CD,CE,CF,CG;
	always @ (*)
	begin
	if (bval == 4'b0000)
		begin
			CA = 0;
			CB = 0;
			CC = 0;
			CD = 0; 
			CE = 0;
			CF = 0;
			CG = 1;
		end
		else if (bval == 4'b0001)
		begin
			CA = 1;
			CB = 0;
			CC = 0;
			CD = 1; 
			CE = 1;
			CF = 1;
			CG = 1;
		end
		else if (bval == 4'b0010)
		begin
			CA = 0;
			CB = 0;
			CC = 1;
			CD = 0; 
			CE = 0;
			CF = 1;
			CG = 0;
		end
		else if (bval == 4'b0011)
		begin
			CA = 0;
			CB = 0;
			CC = 0;
			CD = 0; 
			CE = 1;
			CF = 1;
			CG = 0;
		end
		else if (bval == 4'b0100)
		begin
			CA = 1;
			CB = 0;
			CC = 0;
			CD = 1; 
			CE = 1;
			CF = 0;
			CG = 0;
		end
		else if (bval == 4'b0101)
		begin
			CA = 0;
			CB = 1;
			CC = 0;
			CD = 0; 
			CE = 1;
			CF = 0;
			CG = 0;
		end
		else if (bval == 4'b0110)
		begin
			CA = 0;
			CB = 1;
			CC = 0;
			CD = 0; 
			CE = 0;
			CF = 0;
			CG = 0;
		end
		else if (bval == 4'b0111)
		begin
			CA = 0;
			CB = 0;
			CC = 0;
			CD = 1; 
			CE = 1;
			CF = 1;
			CG = 1;
		end
		else if (bval == 4'b1000)
		begin
			CA = 0;
			CB = 0;
			CC = 0;
			CD = 0; 
			CE = 0;
			CF = 0;
			CG = 0;
		end
		else if (bval == 4'b1001)
		begin
			CA = 0;
			CB = 0;
			CC = 0;
			CD = 1; 
			CE = 1;
			CF = 0;
			CG = 0;
		end
		else
		begin
			CA = 1;
			CB = 1;
			CC = 1;
			CD = 1; 
			CE = 1;
			CF = 1;
			CG = 1;
		end
	end
endmodule
module counter10(clk,rst,pause,val,tc,mode);
	input clk, rst, pause, mode;
	output reg [3:0] val;
	output reg tc;
	always @ (posedge clk or posedge rst or posedge pause)
	begin
		if(rst)
		begin
			val <= 4'b0000;
			tc <= 1'b0;
		end
		else if(pause)
			val <= val;
		else if (mode == 1'b0)	
		begin
			if(val == 4'b1001)
			begin
				val <= 4'b0000;
				tc <= 1'b1;
			end
			else
			begin
				val <= val + 1'b1;
				tc <= 1'b0;
			end
		end 
		else   
		begin
			if(val == 4'b0000)
			begin
				val <= 4'b1001;
				tc <= 1'b1;
			end
			else
			begin
				val <= val - 1'b1;
				tc <= 1'b0;
			end
		end
	end
endmodule
module counter6(clk,rst,pause,val,tc,mode);
	input clk, rst, pause, mode;
	output reg [3:0] val;
	output reg tc;
	always @(posedge clk or posedge rst or posedge pause)
	begin
		if(rst)
		begin
			val <= 4'b0000;
			tc <= 1'b0;
		end
		else if(pause)
			val <= val;
		else if (mode == 1'b0)	
		begin
			if(val == 4'b0101)
			begin
				val <= 4'b0000;
				tc <= 1'b1;
			end
			else
			begin
				val <= val + 1'b1;
				tc <= 1'b0;
			end
		end 
		else   
		begin
			if(val == 4'b0000)
			begin
				val <= 4'b0101;
				tc <= 1'b1;
			end
			else
			begin
				val <= val - 1'b1;
				tc <= 1'b0;
			end
		end
	end
endmodule
module clock_1hz(clk_100mhz,clk_1hz,rst);
	input clk_100mhz, rst;
	output reg clk_1hz;
	reg [25:0] a;
	always @ (posedge clk_100mhz)
	begin
		if (rst)
		begin
			a <= 26'b000000000000000000000000000;
			clk_1hz <= 1'b1;
		end
		else if (a == 26'b10111110101111000010000000)
		begin
			a <= 26'b000000000000000000000000000;
			clk_1hz <= ~clk_1hz;
		end
		else
			a <= a + 1'b1;
	end
endmodule 
module clock_2hz(clk_100mhz,clk_2hz,rst);
	input clk_100mhz, rst;
	output reg clk_2hz;
	reg [24:0] a;
	always @ (posedge clk_100mhz)
	begin
		if (rst)
		begin
			a <= 25'b00000000000000000000000000;
			clk_2hz <= 1'b1;
		end
		else if (a == 25'b1011111010111100001000000)
		begin
			a <= 25'b00000000000000000000000000;
			clk_2hz <= ~clk_2hz;
		end
		else
			a <= a + 1'b1;
	end
endmodule 
module clock_4hz(clk_100mhz,clk_4hz,rst);
	input clk_100mhz, rst;
	output reg clk_4hz;
	reg [23:0] a;
	always @ (posedge clk_100mhz)
	begin
		if (rst)
		begin
			a <= 24'b0000000000000000000000000;
			clk_4hz <= 1'b1;
		end
		else if (a == 24'b101111101011110000100000)
		begin
			a <= 24'b0000000000000000000000000;
			clk_4hz <= ~clk_4hz;
		end
		else
			a <= a + 1'b1;
	end
endmodule 
module clock_250hz(clk_100mhz,clk_250hz,rst);
	input clk_100mhz, rst;
	output reg clk_250hz;
	reg [17:0] a;
	always @ (posedge clk_100mhz)
	begin
		if (rst)
		begin
			a <= 18'b0000000000000000000;
			clk_250hz <= 1'b1;
		end
		else if (a == 18'b110000110101000000)
		begin
			a <= 18'b0000000000000000000;
			clk_250hz <= ~clk_250hz;
		end
		else
			a <= a + 1'b1;
	end
endmodule 
[design/flow/run.sh]
#!/bin/bash
# OpenROAD 26Q1-2900-gdf79404cd8, Yosys 0.63+post, stock flow scripts
make -C /OpenROAD-flow-scripts/flow DESIGN_CONFIG=/design/flow/config.mk WORK_HOME=/design/flow/orfs finish
==> summary.txt <==
run metrics: Largest cells by area dfxtp_1 (31%), dfbbp_1 (7.9%), nor2_1 (5.0%), Worst R2R Path Depth 4, first drt pass iteration count 5, mean post-synth cell area 8.45 um^2, number of cell rows 50, Post-CTS Setup Repair Bufs 0, crit path launch type register, crit path time final 2280 ps, die area 20200 um^2, outcome finished, final reports clean, register share after synthesis 42.2%, P&R area growth vs syn 11.5%, total net switching power 731 uW, FP Core Util 41.4%, Clock Path Buffers 2, via count of the routed design 6298, Vias/cell 5.29, Slew Viols, Final 0, root buf cell clkbuf_16, post-synth top area cell dfxtp_1, clock slew at reported path FFs 60 ps, die width 142 um, clock share of power 52.1%, Chip Area, Yosys 7850 um^2, Post-synth ARST share 14.1%, drt initial violations 300, Mapped Area 7850 um^2, FF+latch count, synth 149, GRT Util Overall 16.4%, IO Count 17, Die H 142 um, Pwr Density 370 nW/um^2, count of different cell masters after synthesis 63, final wirelength 15.2 mm, post-CTS resize count 0, layout cells sized above 1 6.24%, delay of the slowest cell on the worst path 580 ps, worst-margin pin slew 671 ps, core region area 19000 um^2, Synth Flop Type dfxtp_1, total power 3.23 mW, wire per inst 12.8 um, CTS tree built, Net Sw Frac 22.6%, tool warnings 46, crit-path max FO 22, number of max-cap violations 0, GPL Wtd Cong 0.824, largest net degree at the start of global routing 27, top-count cell post-synth dfxtp_1, IO Port Bufs 16, number of remaining DRC errors 0, Late-Pin Clk Latency 420 ps, CTS H-tree lvls 4, Rel. slew slack 54.8%, Leakage 2.92 nW, critical-path cell list or4_1, or4_4, o21ai_4, o31ai_1, hold path depth 1, Fin Setup TNS 0 ps, Critical-path top delay cell or4_4, Routed Antenna Nets 0, Hold Crit Class register to register, DP HPWL 10.3 mm, maximum clock rate 439 MHz, critical path class register to register, Hold Buf Count CTS 0, clk_skew 9.37 ps, register pins left without a clock 30, Critical Path Sink Type register, end-of-flow core utilization 46.1%, vias in the first global route 5654, first-pass GRT wire length 26.8 mm, Max rail drop VDD 0.268 mV, final setup vio count 0, Gate Count Post-Synth 928, Num CTS Buffers 17, combinational fraction of design power 4.1%, flip-flops with a built-in enable 8, initial antenna violation count 0, count of final hold-check violations 0, RSZ-0062 raised after global routing no, antenna cells 0, synthesis warning total 28, endpoints left unconstrained 49, CP required 3770 ps, Largest type area fraction 30.6%, yosys cell count 928, cycle use final 65.1%, sequential power share 43.8%, top cells by count dfxtp_1 (120), nor2_1 (105), nand2_1 (72), a21oi_1 (67), inv_1 (48), crit path DAT 2550 ps, GR Overflow Total 0, Int Power 2.50 mW
cells in the final DEF, fill, tap and decap left out, types with 15 or more instances in the layout:
master,synthesis,final
dfxtp_1,120,120
dfbbp_1,19,19
nand2_1,72,72
nor2_1,105,105
xnor2_1,44,44
o31ai_1,16,16
nand3_1,46,46
or4_1,17,17
o21ai_0,41,41
nor4_1,22,22
nor3_1,23,23
clkdlybuf4s50_1,0,16
ha_1,15,15
xor2_1,26,26
inv_1,48,48
a21oi_1,67,67
or3_1,24,24
clkbuf_16,0,17
nand4_1,34,34
critical path: cells and delay by family (launching register included):
kind	cells	cell delay (ps)
AOI/OAI and AO/OA	2	680
DFF	1	350
and+or+nand+nor	2	1110
layer usage:
layer	GRT usage [%]	up-vias	routed length (um)
li1	-	3296	-
met2	24.2	82	6420
met1	26.4	2908	8100
met5	0	-	0
met4	1.87	0	176
met3	2.95	12	534
final cells by class:
class	instances	area, um^2
Inverter	49	184
Timing Repair Buffer	24	220
Clock inverter	12	128
Multi-Input combinational cell	676	4130
Sequential cell	149	3310
Tap cell	260	325
Fill cell	1781	10200
Clock buffer	20	447
per-stage QoR:
| step | setup slack, ps | instances | hold slack (ps) | area (um^2) |
|---|---|---|---|---|
| CTS | 1220 | 1190 | 436 | 8740 |
| finish | 1220 | 1190 | 430 | 8740 |
| global placement | 1240 | 1158 | 415 | 8170 |
| detailed placement | 1240 | 1158 | 416 | 8170 |
| global route | 1070 | 1190 | 452 | 8740 |
| floorplan | 1570 | 928 | 398 | 7850 |
power groups by stage:
stage         clock (mW)  sequential [mW]  combinational (mW)
finish              1.68             1.42               0.132
global route        1.80             1.42               0.152
CTS                 1.74             1.42               0.133
state kept, by name (all words and copies together) (netlist names), 2 cells and up:
register	count
c1.a	26
c2.a	25
disp.my_clock1.a	24
disp.my_clock.a	18
d.counter	17
ctr10m.val	4
ctr10s.val	4
ctr6m.val	4
ctr6s.val	4
disp.val	4
d.step_d	3
disp.counter	2
cell families (layout without fill, tap and decap cells):
family / Yosys count / after routing / synth area share [%]
muxes: 19 / 19 / 2.54
and+or+nand+nor: 404 / 404 / 26.8
adders and majority gates: 15 / 15 / 2.39
buffers and inverters: 103 / 105 / 5.20
xor gates and xnor gates: 70 / 70 / 7.82
AOI/OAI and AO/OA: 168 / 168 / 13.0
DFF: 149 / 149 / 42.2
final timing paths:
| path | start | end | slack [ps] |
|---|---|---|---|
| hold reg to reg | d.step_d[0] | d.out | 430 |
| hold / removal | d.step_d[0] | d.out | 430 |
| setup reg to reg | disp.my_clock1.a[2] | disp.my_clock1.a[17] | 1220 |
| setup / recovery | disp.my_clock1.a[2] | disp.my_clock1.a[17] | 1220 |
Power and IR drop assume default switching activity.
